`design/flow/config.mk`:
```
export PLATFORM = sky130hd
export DESIGN_NAME = top
export DESIGN_NICKNAME = top
export VERILOG_FILES = /design/flow/design.v
export SDC_FILE = /design/flow/constraint.sdc
export NUM_CORES = 4
export LEC_CHECK = 1
export CORE_UTILIZATION = 50
```
`design/flow/constraint.sdc`:
```
current_design top

set clk_period 4.1
set clk_io_pct 0.2

create_clock -name clk0 -period $clk_period [get_ports {clk}]

set non_clock_inputs [all_inputs -no_clocks]
set_input_delay [expr $clk_period * $clk_io_pct] -clock clk0 $non_clock_inputs
set_output_delay [expr $clk_period * $clk_io_pct] -clock clk0 [all_outputs]
```
`design/flow/design.v`:
```
`timescale 1ns / 1ns
module ALU(c_out, result, a, b, select, clk);
    parameter size = 32;
    input clk;
    input [size-1:0] a, b;  
    input [2:0] select;
    output c_out;
    output [size-1:0] result;
    wire [size-1:0] mov_out, not_out, and_out, or_out, add_out, sub_out;
    wire [size:0] add_carries, sub_carries;
    adder_subtractor_param add0(add_carries[1], add_out[0], a[0], b[0], 1'b0, 1'b0);
    adder_subtractor_param sub0(sub_carries[1], sub_out[0], a[0], b[0], 1'b1, 1'b1);
    genvar i;
    generate
        for(i = 0; i < size; i = i + 1) begin
            move mov0(mov_out[i], a[i]);
            bit_not_param not0(not_out[i], a[i]);
            AND_param nand0(and_out[i], a[i], b[i]);
            or_param or0(or_out[i], a[i], b[i]);             
        end
        for(i = 1; i < size; i = i + 1) begin
            adder_subtractor_param add1(add_carries[i + 1], add_out[i], a[i], b[i], add_carries[i], 1'b0);
            adder_subtractor_param sub1(sub_carries[i + 1], sub_out[i], a[i], b[i], sub_carries[i], 1'b1);
        end
    endgenerate
    wire [31:0] slt_out;
    SLT_param #(32) SLT0(slt_out, a, b);
    defparam MUX0.size = size;
    MUX_7to1_parambit MUX0(result, not_out, mov_out, or_out, and_out, sub_out, add_out, slt_out, select);
    assign c_out = add_carries[size];
endmodule
`timescale 1ns / 1ps
module AND_param(result, a, b);
    parameter size = 1;
    input [size-1:0] a, b;
    output [size-1:0] result;
    wire[size-1:0] w0;
    genvar i; 
    generate
        for(i = 0; i < size; i = i + 1) begin
            and(w0[i], a[i], b[i]);
        end
    endgenerate
    assign result = w0;
endmodule
`timescale 1ns / 1ns
module FA_str(c_out, sum, a, b, c_in);
input		a, b, c_in;  
output	c_out, sum;  
wire		not_a, not_b, not_c;
wire		and1_out, and2_out, and3_out, and4_out;
wire		and5_out, and6_out, and7_out, and8_out;
not	   not1		(not_a, a);
not	   not2		(not_b, b);
not		not3		(not_c, c_in);
and			and1		(and1_out, a, not_b, not_c);
and			and2		(and2_out, not_a, b, not_c);
and			and3		(and3_out, not_a, not_b, c_in);
and			and4		(and4_out, a, b, c_in);
or				or1		(sum, and1_out, and2_out, and3_out, and4_out);
and			and5		(and5_out, a, b);
and			and6		(and6_out, b, c_in);
and			and7		(and7_out, a, c_in);
and			and8		(and8_out, a, b, c_in);
or				or2		(c_out, and5_out, and6_out, and7_out, and8_out);
endmodule
`timescale 1ns / 1ps
module MUX_2to1_32bit(out, in1, in2, select);
    input[31:0] in1, in2;
    input select;
    output [31:0] out;
    reg [31:0] out_int;
    always @ (*) begin
        if (select == 0) begin
            out_int = in1;
        end else begin
            out_int = in2;
        end
   end
   assign out = out_int;
endmodule
`timescale 1ns / 1ps
module MUX_7to1_parambit(out, in1, in2, in3, in4, in5, in6, in7, select);
    parameter size = 1;
    input [size-1:0] in1, in2, in3, in4, in5, in6, in7;
    input [2:0] select;
    output [size-1:0] out;
    reg [size-1:0] out_int;
    always @ (*) begin
        case(select)
            3'b000:
                out_int = in1;
            3'b001:
               out_int = in2;
            3'b011:
                out_int = in3;
            3'b100:
               out_int = in4;
            3'b110:
                out_int = in5;
            3'b101:
               out_int = in6;
            3'b111:
                out_int = in7;
       endcase
    end
   assign out = out_int;
endmodule
`timescale 1ns / 1ns
module S1_Register(
	input clk,
	input rst,
	input [31:0] InstrIn,
	output reg [4:0] S1_ReadSelect1,
	output reg [4:0] S1_ReadSelect2,
	output reg [4:0] S1_WriteSelect,
	output reg S1_WriteEnable,
    output reg [15:0] imm,
    output reg data_src, 
    output reg [2:0] alu_op
   );
	always@(posedge clk)
		begin
		if (rst)
			begin
			S1_ReadSelect1 <= 5'd0;
			S1_ReadSelect2 <= 5'd0;
			S1_WriteSelect <= 5'd0;
			S1_WriteEnable <= 1'b0;
			imm <= 16'd0;
			data_src <= 1'b0;
			alu_op <= 3'd0;
			end
		else
			begin
			S1_ReadSelect1 <= InstrIn[20:16];
			S1_ReadSelect2 <= InstrIn[15:11];
			S1_WriteSelect <= InstrIn[25:21];
			S1_WriteEnable <= 1'b1;
			imm <= InstrIn[15:0];
			data_src <= InstrIn[29];
			alu_op <= InstrIn[28:26];
			end
		end
endmodule
`timescale 1ns / 1ns
module S2_Register(
	input clk,
	input rst,
	input [31:0] Reg_ReadData1,
	input [31:0] Reg_ReadData2,
	input [15:0] S1_Imm,
	input S1_DataSrc,
	input [2:0] S1_ALUOP,
	input [4:0] S1_WriteSelect,
	input S1_WriteEnable,
	output reg [31:0] S2_ReadData1,
	output reg [31:0] S2_ReadData2,
	output reg [15:0] S2_Imm,
	output reg S2_DataSrc,
	output reg [2:0] S2_ALUOP,
	output reg [4:0] S2_WriteSelect,
	output reg S2_WriteEnable
   );
	always@(posedge clk)
		begin
		if (rst)
			begin
			S2_ReadData1	<= 32'd0;
			S2_ReadData2	<= 32'd0;
			S2_Imm <= 16'd0;
            S2_DataSrc <= 1'b0;
            S2_ALUOP <= 3'd0;
			S2_WriteSelect <= 5'd0;
			S2_WriteEnable <= 1'b0;
			end
		else
			begin
			S2_ReadData1	<= Reg_ReadData1;
			S2_ReadData2	<= Reg_ReadData2;
			S2_Imm <= S1_Imm;
            S2_DataSrc <= S1_DataSrc;
            S2_ALUOP <= S1_ALUOP;
			S2_WriteSelect <= S1_WriteSelect;
			S2_WriteEnable <= S1_WriteEnable;
			end
		end
endmodule
`timescale 1ns / 1ps
module S3_Register(
    input clk,
	input rst,
	input [31:0] ALU_Result,
	input [4:0] S2_WriteSelect,
	input S2_WriteEnable,
	output reg [31:0] S3_Result,
	output reg [4:0] S3_WriteSelect,
	output reg S3_WriteEnable
   );
	always@(posedge clk)
		begin
		if (rst)
			begin
			S3_Result	<= 32'd0;
			S3_WriteSelect <= 5'd0;
			S3_WriteEnable <= 1'b0;
			end
		else
			begin
			S3_Result <= ALU_Result;
			S3_WriteSelect <= S2_WriteSelect;
			S3_WriteEnable <= S2_WriteEnable;
			end
		end
endmodule
`timescale 1ns / 1ps
module SLT_param(out, a, b);
    parameter size = 32;
    input [size-1:0] a, b;
    output [size-1:0] out;
    reg [size-1:0] out_int;
    always @ (*) begin
        if (a < b) begin
            out_int[size-1:1] = 31'd0;
            out_int[0] = 1'b1;
        end else
            out_int[size-1:1] = 31'd0;
            out_int[0] = 1'b0;
    end
    assign out = out_int;
endmodule
`timescale 1ns / 1ps
module adder_subtractor_param(c_out, result, a, b, c_in, select);
    parameter size = 1;
    input select, c_in;
    input[size-1:0] a, b;
    output c_out;
    output [size-1:0] result;
    wire[size:0] c_int;  
    assign c_int[0] = c_in;
    wire [size-1:0] b_xor_select;
    genvar i; 
    generate
        for(i = 0; i < size; i = i + 1) begin
            xor g0(b_xor_select[i], select, b[i]);
        end
        for(i = 0; i < size; i = i + 1) begin
            FA_str FA(c_int[i+1], result[i], a[i], b_xor_select[i], c_int[i]);
        end
    endgenerate
    assign c_out = c_int[size];
endmodule
`timescale 1ns / 1ps
module bit_not_param(out, in);
    parameter size = 1;
    input[size-1:0] in;
    output[size-1:0] out;
    genvar i;
    generate
        for(i = 0; i < size; i = i + 1) begin
            not g0(out[i], in[i]);
        end
    endgenerate
endmodule
`timescale 1ns / 1ps
module move(result, a);
    parameter size = 1;
    input [size-1:0] a;
    output [size-1:0] result;
    assign result = a;
endmodule
module nbit_register_file(write_data, 
                          read_data_1, read_data_2, 
                          read_sel_1, read_sel_2, 
                          write_address, RegWrite, clk);
    parameter data_width = 32;
    parameter select_width = 5; 
    input                                       clk, RegWrite;
    input           [data_width-1:0]            write_data;
    input           [4:0]                       read_sel_1, read_sel_2, write_address;
    output		     [data_width-1:0]            read_data_1, read_data_2;
    reg             [data_width-1:0]            register_file [0:data_width-1];
    integer i;
    initial begin
        for (i = 0; i < 32; i = i + 1) begin 
              register_file[i] = 0;
        end     
    end
	 assign		read_data_1 = register_file[read_sel_1];
	 assign		read_data_2 = register_file[read_sel_2];
    always @ (*) begin
        if (RegWrite) 
            register_file[write_address] <= write_data;
    end
endmodule
`timescale 1ns / 1ps
module or_param(result, a, b);
    parameter size = 1;
    input [size-1:0] a, b;
    output [size-1:0] result;
    wire [size-1:0] w0;
    genvar i; 
    generate
        for(i = 0; i < size; i = i + 1) begin
            or g1(w0[i], a[i], b[i]);
        end
    endgenerate
   assign result = w0;
endmodule
`timescale 1ns / 1ps
module top(out, instruction, clk, rst);
    output [31:0] out;
    input [31:0] instruction;
    input clk, rst;
    wire [4:0] S1_ReadSelect1, S1_ReadSelect2, S1_WriteSelect;
    wire S1_WriteEnable, S1_DataSrc;
    wire [2:0] S1_ALUOP;
    wire [15:0] S1_Imm;
    S1_Register S1(clk, rst, instruction, S1_ReadSelect1, S1_ReadSelect2, S1_WriteSelect, S1_WriteEnable, S1_Imm, S1_DataSrc, S1_ALUOP);
    wire [31:0] Reg_ReadData1, Reg_ReadData2;
    wire [31:0] S3_Result;
    wire [4:0] S3_WriteSelect;
    wire S3_WriteEnable;
    nbit_register_file Stage2Reg(S3_Result, Reg_ReadData1, Reg_ReadData2, 
        S1_ReadSelect1, S1_ReadSelect2, 
        S3_WriteSelect, S3_WriteEnable, clk);
    wire [31:0] S2_ReadData1, S2_ReadData2;
    wire [15:0] S2_Imm;
    wire S2_DataSrc;
    wire [2:0] S2_ALUOP;
    wire [4:0] S2_WriteSelect;
    wire S2_WriteEnable;
    S2_Register S2(
        clk,
         rst,
         Reg_ReadData1,
         Reg_ReadData2, S1_Imm,
         S1_DataSrc,
         S1_ALUOP,
         S1_WriteSelect,
         S1_WriteEnable,
         S2_ReadData1,
         S2_ReadData2,
         S2_Imm,
         S2_DataSrc,
         S2_ALUOP,
         S2_WriteSelect,
        S2_WriteEnable
        );
    wire [31:0] ALU_In2;
    wire [31:0] Imm_to_ALU;
    assign Imm_to_ALU[31:16] = 15'd0;
    assign Imm_to_ALU[15:0] = S2_Imm;
    MUX_2to1_32bit MUX0(ALU_In2, S2_ReadData2, Imm_to_ALU, S2_DataSrc);
    wire c_out;
    wire [31:0] ALU_Result;
    ALU #(32) ALU0(c_out, ALU_Result, S2_ReadData1, ALU_In2, S2_ALUOP, clk);
    S3_Register S3(clk, rst, ALU_Result, S2_WriteSelect, S2_WriteEnable, S3_Result, S3_WriteSelect, S3_WriteEnable);
    assign out = S3_Result;
endmodule
```
`design/flow/run.sh`:
```
#!/bin/bash
# OpenROAD 26Q1-2900-gdf79404cd8, Yosys 0.63+post, stock flow scripts
make -C /OpenROAD-flow-scripts/flow DESIGN_CONFIG=/design/flow/config.mk WORK_HOME=/design/flow/orfs finish
```
==> run notes <==
run results: outcome=finished clean, first-pass GRT wire length=298.9 mm, DR iter-0 viols=5646, stage-log warning count=30, top-count cell post-synth=dlxtn_1, startpoint types=flop, vias per cell=between 7 and 8, Post-Place Cell Area=40020 sq um, register pins left without a clock=between 1000 and 1500, antenna-violating nets left=0, GRT Total Usage=0.6176, total CTS buffers=17, Final Util=0.5648, row count=98, Die Width=272.9 um, Worst EP required=4.55 ns, Critical Path AT=4.09 ns, Die Area=74490 sq um, Final Max-Slew Violation Tally=0, met1 WL=72.28 mm, Latency at later pin=0.53 ns, Root Driver=clkbuf_16, Fmax achieved=0.2750 GHz, number of unconstrained endpoints=about 1100, r2r startpoint=S1.S1_ReadSelect1[2], Top Metal Used=met5, wire length per cell=44.10 um, largest net degree at the start of global routing=58, Final Hold Vio Count=0, Hold Startpoint=S1.alu_op[0], Clk pin slew, worst setup/hold paths=around 0.09 ns, TritonCTS clock tree=done, # resized after CTS=0, H-tree levels=4, leading area contributor after synthesis=dlxtn_1, share of layout cells above drive strength 1=0.1058, Die Span Y=~270 um, Syn Area/Cell=between 9 and 10 sq um, worst hold path type=reg2reg, # hold bufs at CTS=0, CP endpoint kind=flop, worst-path fanout max=13, Total Routed Length=approximately 220 mm, total vias in the final route=39690, Post-Synthesis Cells=3943, Final Cycle Share=0.8871, Syn. warnings=8, list of most frequent post-synthesis cells=dlxtn_1, a22oi_1, nand2_1, drt pass-1 iters=11, RSZ-0062 raised after global routing=false, number of flops mapped to enable cells by yosys=0, DRC=0, synthesis-to-finish area growth=10.95%, vias in the first global route=37920, core area=slightly above 70000 sq um, chip area in the Yosys report=36700 sq um, Final Wtd Congestion=~1.1, final instance area=approximately 41000 sq um, number of port buffers=63, Synth Register Bits=between 1000 and 1500, Max IR drop VDD=0.2968 mV, Slew HR=0.2690, postcts setup bufs=0, met3 wire len=~44 mm, Setup crit start=S1.S1_ReadSelect1[2], antenna violations before repair=18, Power Dens Cells=about 160 nW/um^2, Area leader share=0.4332, critical path class=reg2reg, Synth async-reset ratio=0, # IOs=between 60 and 70, measured slew at the worst slew-check pin=around 1.1 ns, Synth area leaders=dlxtn_1, a22oi_1, dfxtp_1, fp util=0.5091, Synth cell types=74, cells in synth_stat.txt=3943, Cell Area, Synth=36700 sq um, max-cap check violation count=0, post-route minimum period=3.637 ns, Setup Viol. Count Final=0, aggregate global routing overflow=0, CTS max path bufs=2, met2 wire len=~82 mm, Max Clock Skew=0.01670 ns, main flop type=dlxtn_1, setup TNS=0 ns, LEAKAGE=17.03 nW, post-DP HPWL=roughly 130 mm
-- placed cells by master (no fill, tap or decap), types with 51 or more instances in the layout --
master / instances
nor2_1: 159
buf_4: 230
nand2_1: 315
nor2_4: 57
dfxtp_1: 151
nor2b_1: 152
inv_1: 69
clkdlybuf4s50_1: 62
nand4_1: 91
dlxtn_1: 1056
o21ai_0: 58
fa_1: 60
nor3_1: 69
a211oi_1: 51
a21oi_1: 102
a22oi_1: 807
-- flip-flops by register name, indices dropped and copies added, names as in the netlist --
signal / cells
S1.imm: 16
S3.S3_Result: 32
Stage2Reg.register_file: 1024
ALU0.MUX0.out_int: 32
S1.S1_WriteEnable: 1
S2.S2_ReadData1: 32
S3.S3_WriteEnable: 1
S2.S2_DataSrc: 1
S2.S2_ReadData2: 32
S1.S1_WriteSelect: 5
S2.S2_Imm: 16
S2.S2_WriteEnable: 1
S1.data_src: 1
S2.S2_WriteSelect: 5
S3.S3_WriteSelect: 5
S1.S1_ReadSelect1: 5
S2.S2_ALUOP: 3
S1.alu_op: 3
-- per-layer routing --
| metal | vias to the layer above | global-route usage |
|---|---|---|
| met1 | 18550 | 0.7100 |
| met3 | 1676 | 0.4870 |
| met5 | - | 0.1065 |
| met4 | 28 | 0.4316 |
| met2 | 4660 | 0.7613 |
| li1 | 14780 | - |
-- where the power goes --
part / leakage (nW) / internal, W / switching [W]
logic: 6.98 / 0.000678 / 0.00139
clock network: 0.286 / 0.000816 / 0.000977
registers: 9.76 / 0.00220 / 0.000380
total: 17.0 / 0.00369 / 0.00274
-- stage by stage --
step / setup WS (ns) / std cells / hold WS [ns] / power (W)
2_1_floorplan: 2.230 / 3943 / 0.4138 / 0.003550
3_3_place_gp: 0.7382 / 4945 / 0.4164 / 0.004464
3_5_place_dp: 0.7655 / 4945 / 0.4240 / 0.004508
4_1_cts: 0.7349 / 4977 / 0.4393 / 0.006284
5_1_grt: 0.5266 / 4986 / 0.4505 / 0.006610
6_report: 0.4631 / 5023 / 0.4332 / 0.006436
-- layout make-up --
class / count / area [sq um]
inverter: 69 / 259.0
multi-input combinational: 2377 / 16340
clock inverter: 15 / 163.9
fill: 6085 / 31380
tap: 950 / 1189
sequential: 1215 / 19050
antenna: 46 / 115.1
clock buffer: 17 / 425.4
timing repair buffer: 334 / 3179
-- path summary, 6_finish.rpt --
check	endpoint	slack [ns]	cells after the start
worst max-delay path	S2.S2_ReadData1[7]	0.46	8
worst min-delay path	S2.S2_ALUOP[0]	0.43	1
worst max register to register	S2.S2_ReadData1[7]	0.46	8
worst min register to register	S2.S2_ALUOP[0]	0.43	1
-- critical path: stages (launching register included) --
cell,delay [ns]
dfxtp_1,0.43
buf_4,0.24
or3_1,0.64
nor2_4,0.84
a22oi_1,0.20
nand2_1,0.11
nor4_1,0.06
a211oi_1,0.70
buf_4,0.31
-- kinds of logic after synthesis --
kind of cell,share of synthesized area
xor+xnor,0.0007160
buf+inv,0.04609
fa+ha+maj,0.03375
latches,0.4332
flops,0.08673
mux,0.01319
simple gates,0.1452
compound gates,0.2423
Power figures rest on the tool's default switching activity, not on a simulated workload.
